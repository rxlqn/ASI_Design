==> ./design.v <==
module SPI(
           input wire clk_in,
           input wire rst,
           input wire SPI_MOSI,
           input wire SPI_CS,
           input wire SPI_SCLK,
           input wire [7: 0]tx_data,
           output reg SPI_MISO,
           output reg [7: 0]rx_data,
           output reg rx_flag
       );
reg [7: 0]rx_buf;
reg [7: 0]tx_buf;
reg [2: 0] state = 0 ;
reg SPI_SCLK_neg = 0;
reg SPI_SCLK_pos = 0;
reg [2: 0] SPI_SCLK_r = 0;
reg SPI_cs_neg = 0;
reg SPI_cs_pos = 0;
reg [2: 0] SPI_cs_r = 0;
reg [3: 0]cnt_neg = 0;
always@(posedge clk_in)    
begin
    SPI_cs_r	<= {SPI_cs_r[1: 0], SPI_CS};
    SPI_cs_neg	<= SPI_cs_r[2] & (~SPI_cs_r[1]);
    SPI_cs_pos	<= (~SPI_cs_r[2]) & SPI_cs_r[1];
end
always@(posedge clk_in)    
begin
    SPI_SCLK_r	<= {SPI_SCLK_r[1: 0], SPI_SCLK};
    SPI_SCLK_neg	<= SPI_SCLK_r[2] & (~SPI_SCLK_r[1]);
    SPI_SCLK_pos	<= (~SPI_SCLK_r[2]) & SPI_SCLK_r[1];
end
always@(posedge clk_in)    
begin
    if (SPI_cs_neg)      
    begin
        state = 1;      
        cnt_neg = 0;
        tx_buf <= tx_data;
        rx_buf <= 0;     
        rx_flag <= 0;
    end
    if (state == 1)
    begin
        if (SPI_SCLK_neg)     
        begin
            rx_buf <= SPI_MOSI + rx_buf;
            tx_buf <= tx_buf << 1;
            cnt_neg = cnt_neg + 1;
        end
        if (SPI_SCLK_pos)    
        begin
            SPI_MISO <= tx_buf[7];  
            if (cnt_neg != 0)      
            begin
                rx_buf <= rx_buf << 1;
            end
        end
    end
    if (cnt_neg == 8)    
    begin
        rx_flag <= 1;
    end
    if (SPI_cs_pos)     
    begin
        cnt_neg = 0;    
        rx_data <= rx_buf;
        state = 0;     
    end
end
endmodule
==> ./run.sh <==
#!/bin/bash
# OpenROAD 26Q1-2900-gdf79404cd8, Yosys 0.63+post, stock flow scripts
make -C /OpenROAD-flow-scripts/flow DESIGN_CONFIG=/design/flow/config.mk WORK_HOME=/design/flow/orfs finish
==> ./config.mk <==
export PLATFORM = sky130hd
export DESIGN_NAME = SPI
export DESIGN_NICKNAME = SPI
export VERILOG_FILES = /design/flow/design.v
export SDC_FILE = /design/flow/constraint.sdc
export NUM_CORES = 4
export LEC_CHECK = 1
export CORE_UTILIZATION = 40
==> ./constraint.sdc <==
current_design SPI

set clk_period 4.7
set clk_io_pct 0.2

create_clock -name clk0 -period $clk_period [get_ports {clk_in}]

set non_clock_inputs [all_inputs -no_clocks]
set_input_delay [expr $clk_period * $clk_io_pct] -clock clk0 $non_clock_inputs
set_output_delay [expr $clk_period * $clk_io_pct] -clock clk0 [all_outputs]
==> impl_metrics.json <==
{
  "status": "finished clean",
  "root_buffer": "clkbuf_8",
  "critPathKind": "flip-flop to flip-flop",
  "yosysTopAreaCellShare": 0.389,
  "period_used_share": 0.534,
  "synth_cell_types": 43,
  "diodes": 0,
  "cap_viol_max_count": 0,
  "drt_first_pass_iters": 6,
  "cp_slowest_cell": "o311a_1",
  "final.setup.tns_ns": 0,
  "viasPerCell": 5.44,
  "syn_area_mm2": 0.00175,
  "hold_buffers": 0,
  "power.share.sequential": 0.588,
  "hold_violations": 0,
  "cts_tree": "done",
  "worstPathArrival_ns": 2.69,
  "overflow": 0,
  "cts.sinks": 43,
  "top_cell": "dfxtp_1",
  "syn-instance-count": 166,
  "worstSetupEndpointType": "flip-flop",
  "rows": 23,
  "syn_avg_cell_area_um2": 10.5,
  "cp-start-kind": "flip-flop",
  "track_usage": 0.147,
  "grt_pass1_wl_mm": 5.04,
  "die_h_um": 68.1,
  "flop_cell": "dfxtp_1",
  "drt_iter0_drc": 94,
  "ys_warn_count": 1,
  "critPathMaxFanout": 26,
  "yosys_area_mm2": 0.00175,
  "p_per_area_mw_per_mm2": 397,
  "p_int_uw": 613,
  "pwr-share-clk": 0.257,
  "p_leak_nw": 0.781,
  "critPathMaxStageDelay_ns": 0.38,
  "cts.clk_slew.worst_paths_ns": 0.07,
  "edf_count": 9,
  "p_switching_uw": 216,
  "area_growth_pct": 19.4,
  "period_needed_ns": 2.51,
  "rsz0062_at_grt": "false",
  "warning_count": 26,
  "ir_drop_mv": 0.234,
  "dp_hpwl_mm": 1.99,
  "ios": 23,
  "cts_setup_buffers": 0,
  "die_x_um": 68.1,
  "cts_made_buffers": 5,
  "ys_seq_share": 0.544,
  "whs_ns": 0.336,
  "clock_latency_ns": 0.28,
  "async_flop_share": 0,
  "grt_max_degree": 27,
  "fmax_mhz": 398,
  "grt_pass1_vias": 1112,
  "final_util": 0.511,
  "dieArea_mm2": 0.00464,
  "drive_gt1_frac": 0.0579,
  "synth.area.top_cells": "dfxtp_1 (39%), edfxtp_1 (15%), mux2i_1 (5.2%)",
  "fin_skew_ns": 0.00671,
  "drtAntennaViolNets": 0,
  "setup_violations": 0,
  "fp_util": 0.428,
  "ys_cells": 166,
  "worst-slew-pin-transition_ns": 0.718,
  "yosysTopAreaCell": "dfxtp_1",
  "wl_mm": 3.07,
  "cts.htree.levels": 2,
  "cts_max_path_buffers": 2,
  "design_power_total_uw": 829,
  "required_ns": 4.88,
  "vias": 1305,
  "cts_resized": 0,
  "netlist_top_cells_count": "dfxtp_1 (34), nor2_1 (18), nand2_1 (10)",
  "wl_per_cell_um": 12.8,
  "max-slew-margin-rel": 0.520,
  "place.port_buffers": 21,
  "drc": 0,
  "antenna_found_initial": 0,
  "routabilityCongestion": 0.808,
  "ys.flops": 43,
  "slew_viol_final": 0,
  "core-area_mm2": 0.00409,
  "hp-class": "flip-flop to flip-flop",
  "fillCellCount": 354,
  "path_cells": "buf_4, nand2b_4, inv_1, ha_1, o311a_1, a31o_4, a221o_1, a22o_1",
  "combinationalPowerShare": 0.155,
  "sw_frac_of_total": 0.260
}
-- flip-flops by register name (all words and copies together), names as in the netlist, 3 cells and up --
signal,cells
state,3
cnt_neg,4
SPI_cs_r,3
rx_buf,8
tx_buf,8
SPI_SCLK_r,3
rx_data,8
-- worst paths after layout --
check / startpoint / to / slack (ns) / depth (start not counted)
worst max-delay path: SPI_cs_neg$_DFF_P_ / rx_buf[5]$_DFF_P_ / 2.19 / 8
worst min-delay path: SPI_cs_r[0]$_DFF_P_ / SPI_cs_r[1]$_DFF_P_ / 0.34 / 0
worst max register to register: SPI_cs_neg$_DFF_P_ / rx_buf[5]$_DFF_P_ / 2.19 / 8
worst min register to register: SPI_cs_r[0]$_DFF_P_ / SPI_cs_r[1]$_DFF_P_ / 0.34 / 0
-- per-layer routing --
metal  track usage  part of all wire  vias to the layer above
li1              -                 -                      650
met3        0.0304             0.046                        7
met1         0.231              0.50                      615
met4        0.0234             0.016                        0
met5             0                 0                        -
met2         0.217              0.44                       33
-- final cells by class --
class	instances	area (µm²)	share of cell area
inverters	3	11.3	0.00539
flip-flops and latches	43	951	0.455
multi-input cells	113	758	0.363
clock inverters	2	7.51	0.00359
clock buffers	6	72.6	0.0348
well taps	50	62.6	0.0300
repair buffers	23	225	0.108
-- power by group through the flow --
stage / Clock, mW / Combinational (mW) / Sequential [mW]
6_report: 0.213 / 0.128 / 0.488
5_1_grt: 0.236 / 0.146 / 0.497
4_1_cts: 0.219 / 0.129 / 0.487
-- stage by stage --
step           area, µm²  setup slack (ns)  instances
2_1_floorplan       1750              2.53        166
3_3_place_gp        2010              2.11        232
3_5_place_dp        2010              2.12        232
4_1_cts             2090              2.19        240
5_1_grt             2090              2.09        240
6_report            2090              2.19        240
-- critical path, delay by kind of cell, from the launching register on --
kind,cells,cell delay (ns)
AND-OR/OR-AND,4,1.22
AND/OR/NAND/NOR,1,0.22
adder cells (fa/ha/maj),1,0.32
flip-flops,1,0.31
buffers and inverters,2,0.35
-- cells by family (layout without fill, tap and decap cells) --
| logic type | Yosys count | after routing | share of synthesized area |
|---|---|---|---|
| xor gates and xnor gates | 5 | 5 | 0.0250 |
| adders and majority gates | 3 | 3 | 0.0215 |
| muxes | 9 | 9 | 0.0515 |
| AOI/OAI and AO/OA | 36 | 36 | 0.150 |
| DFF | 43 | 43 | 0.544 |
| and+or+nand+nor | 60 | 60 | 0.185 |
| buffers and inverters | 10 | 34 | 0.0229 |
-- cell usage in the layout (no fill, tap or decap), types with 2 or more instances in the layout --
| cell | instances |
|---|---|
| edfxtp_1 | 9 |
| o211ai_1 | 2 |
| clkbuf_8 | 5 |
| nand3_1 | 6 |
| a32oi_1 | 3 |
| mux2i_1 | 9 |
| ha_1 | 3 |
| nand2_1 | 10 |
| clkdlybuf4s50_1 | 21 |
| xnor2_1 | 4 |
| or2_2 | 2 |
| clkinv_1 | 2 |
| nor2b_1 | 7 |
| a21oi_1 | 9 |
| dfxtp_1 | 34 |
| nor3b_1 | 5 |
| or4b_1 | 2 |
| and2_1 | 2 |
| buf_4 | 2 |
| o21ai_0 | 2 |
| inv_1 | 3 |
| a31oi_1 | 3 |
| o31ai_1 | 4 |
| and4_1 | 2 |
| nor2_1 | 18 |
No activity file was given, so power comes from the tool's default toggle rates.
