$ cat design.v
module clk_div_3us(
           input wire	clk_in,
           input wire	rst,
           output reg clk_out
       );
reg [7: 0] cnt;
always@(posedge clk_in or negedge rst)			 
begin
    if (!rst)
    begin
        cnt <= 0;
        clk_out <= 0;
    end
    else if (cnt == 18 - 1)			 
    begin
        cnt <= 0;
        clk_out <= ~clk_out;
    end
    else
        cnt <= cnt + 1;
end
endmodule
module led(
           input wire clk_in,         
           input wire rst,
           input wire SPI_MOSI,
           input wire SPI_CS,
           input wire SPI_SCLK,
           output wire SPI_MISO,
           output wire test,
           output wire man_code
       );
wire [0: 15]rx_data;
wire [0: 15]tx_data;
wire clk_3us;
SPI_16bit u_SPI_16bit(
	.clk_in   (clk_in   ),
    .rst      (rst      ),
    .SPI_MOSI (SPI_MOSI ),
    .SPI_CS   (SPI_CS   ),
    .SPI_SCLK (SPI_SCLK ),
    .tx_data  (tx_data  ),
    .SPI_MISO (SPI_MISO ),
    .rx_data  (rx_data  ),
    .rx_flag  (rx_flag  )
);
clk_div_3us u_clk_div_3us(
	.clk_in  (clk_in  ),
    .rst     (rst     ),
    .clk_out (clk_3us )
);
man_coding_master u_man_coding_master(
	.clk_in  (clk_in  ),
    .rst     (rst     ),
    .rx_flag (rx_flag ),
    .rx_data (rx_data ),
    .clk_3us (clk_3us ),
    .code    (man_code    )
);
man_decoding u_man_decoding(
	.clk_in     (clk_in     ),
    .rst        (rst        ),
    .manchester (man_code ),
    .test(test),
    .code       (tx_data       )
);
endmodule
module man_coding_master(
           input wire	clk_in,
           input wire	rst,
           input wire	rx_flag,
           input wire [15: 0] rx_data,            
           input wire clk_3us,
           output reg code
       );
reg [13: 0]tx_buf;   
wire [27: 0]data;    
reg PB;
reg [27: 0]data_buf;
reg [11: 0]temp;
always@(posedge clk_in)
begin
    temp = {rx_data[14: 8], rx_data[4: 0]};   
    PB = ^ temp;      
    tx_buf = {temp, PB, 1'b1};
end
assign data[1: 0] = (tx_buf[0]) ? 2'b01 : 2'b10;
assign data[3: 2] = (tx_buf[1]) ? 2'b01 : 2'b10;
assign data[5: 4] = (tx_buf[2]) ? 2'b01 : 2'b10;
assign data[7: 6] = (tx_buf[3]) ? 2'b01 : 2'b10;
assign data[9: 8] = (tx_buf[4]) ? 2'b01 : 2'b10;
assign data[11: 10] = (tx_buf[5]) ? 2'b01 : 2'b10;
assign data[13: 12] = (tx_buf[6]) ? 2'b01 : 2'b10;
assign data[15: 14] = (tx_buf[7]) ? 2'b01 : 2'b10;
assign data[17: 16] = (tx_buf[8]) ? 2'b01 : 2'b10;
assign data[19: 18] = (tx_buf[9]) ? 2'b01 : 2'b10;
assign data[21: 20] = (tx_buf[10]) ? 2'b01 : 2'b10;
assign data[23: 22] = (tx_buf[11]) ? 2'b01 : 2'b10;
assign data[25: 24] = (tx_buf[12]) ? 2'b01 : 2'b10;
assign data[27: 26] = (tx_buf[13]) ? 2'b01 : 2'b10;
reg [3: 0] state = 0;
always@(posedge rx_flag)
begin
    state = ~state;
end
reg [1: 0]state_tmp = 0;
reg [5: 0]cnt = 0;
always@(posedge clk_3us)
begin
    state_tmp[1] = state_tmp[0];
    state_tmp[0] = state;
    if (state_tmp[0] ^ state_tmp[1])		 
    begin
        data_buf = data;
        cnt = 0;
    end
    if (cnt < 28)
    begin
        code = data_buf[27];
        data_buf = data_buf << 1;
        cnt = cnt + 1;
    end
    else
    begin
        code = 1;
    end
end
endmodule
module man_decoding(
           input wire	clk_in,
           input wire	rst,
           input wire manchester,
           output reg test,
           output reg[15: 0] code
       );
reg [13: 0]rx_buf;
parameter rx_len = 14; 
reg manchester_neg = 0;
reg manchester_pos = 0;
reg [2: 0] manchester_r = 0;
always@(posedge clk_in)    
begin
    manchester_r	<= {manchester_r[1: 0], manchester};
    manchester_neg	<= manchester_r[2] & (~manchester_r[1]);
    manchester_pos	<= (~manchester_r[2]) & manchester_r[1];
end
reg [3: 0]state = 0;
reg [12: 0]cnt = 0;
always@(posedge clk_in)         
begin
    if (state == 1)
    begin
        cnt = cnt + 1;
    end
    else
    begin
        cnt = 0;
    end
end
always@(posedge clk_in)
begin
    case (state)
        0:
        begin
            if (manchester_neg | manchester_pos)
            begin
                state = 1;       
            end
        end
        1:
        begin
            if (cnt > 1200)        
            begin
                state = 2;
            end
				if (num == rx_len)			  
				begin
					state =2;
				end
        end
        2:                                
        begin
            state = 0;
        end
    endcase
end
reg [8: 0]cnt_bit = 72;
reg [4: 0]num = 0;
always@(posedge clk_in)
begin
    if (!rst)
    begin
        cnt_bit = 72;
        num = 0;
    end
    else
    case (state)
        1:
        begin
            if (cnt_bit == 72)        
            begin
                if (num < rx_len)           
                begin
                    rx_buf = rx_buf << 1;
                    rx_buf[0] = manchester;
                    cnt_bit = 0;
                    num = num + 1;
                    test = ~test;		 
                end
            end
            else
            begin
                cnt_bit = cnt_bit;
            end
            cnt_bit = cnt_bit + 1;
        end
        2:
        begin
            cnt_bit = 72;
            num = 0;
            code[14: 8] = rx_buf[13: 7];			 
            code[4: 0] = rx_buf[6: 2];
        end
    endcase
end
endmodule
module SPI_16bit(
           input wire clk_in,
           input wire rst,
           input wire SPI_MOSI,
           input wire SPI_CS,
           input wire SPI_SCLK,
           input wire [15: 0]tx_data,
           output reg SPI_MISO,
           output reg [15: 0]rx_data,
           output reg rx_flag
       );
reg [15: 0]rx_buf;
reg [15: 0]tx_buf;
reg [2: 0] state = 0 ;
reg SPI_SCLK_neg = 0;
reg SPI_SCLK_pos = 0;
reg [2: 0] SPI_SCLK_r = 0;
reg SPI_cs_neg = 0;
reg SPI_cs_pos = 0;
reg [2: 0] SPI_cs_r = 0;
reg [4: 0]cnt_neg = 0;
always@(posedge clk_in)    
begin
    SPI_cs_r	<= {SPI_cs_r[1: 0], SPI_CS};
    SPI_cs_neg	<= SPI_cs_r[2] & (~SPI_cs_r[1]);
    SPI_cs_pos	<= (~SPI_cs_r[2]) & SPI_cs_r[1];
end
always@(posedge clk_in)    
begin
    SPI_SCLK_r	<= {SPI_SCLK_r[1: 0], SPI_SCLK};
    SPI_SCLK_neg	<= SPI_SCLK_r[2] & (~SPI_SCLK_r[1]);
    SPI_SCLK_pos	<= (~SPI_SCLK_r[2]) & SPI_SCLK_r[1];
end
always@(posedge clk_in)    
begin
    if (SPI_cs_neg)      
    begin
        state = 1;      
        cnt_neg = 0;
        tx_buf <= tx_data;
        rx_buf <= 0;     
        rx_flag <= 0;
    end
    if (state == 1)
    begin
        if (SPI_SCLK_neg)     
        begin
            rx_buf <= SPI_MOSI + rx_buf;
            tx_buf <= tx_buf << 1;
            cnt_neg = cnt_neg + 1;
        end
        if (SPI_SCLK_pos)    
        begin
            SPI_MISO <= tx_buf[15];  
            if (cnt_neg != 0)      
            begin
                rx_buf <= rx_buf << 1;
            end
        end
    end
    if (SPI_cs_pos)     
    begin
        cnt_neg = 0;    
        rx_data <= rx_buf;
        state = 0;     
        if(rx_buf[15] != 1)      
        begin
            rx_flag <= 1;    
            tx_buf <= 0;     
        end
    end
end
endmodule
$ cat run.sh
#!/bin/bash
# OpenROAD 26Q1-2900-gdf79404cd8, Yosys 0.63+post, stock flow scripts
make -C /OpenROAD-flow-scripts/flow DESIGN_CONFIG=/design/flow/config.mk WORK_HOME=/design/flow/orfs finish
$ cat config.mk
export PLATFORM = sky130hd
export DESIGN_NAME = led
export DESIGN_NICKNAME = led
export VERILOG_FILES = /design/flow/design.v
export SDC_FILE = /design/flow/constraint.sdc
export NUM_CORES = 4
export LEC_CHECK = 1
export CORE_UTILIZATION = 40
$ cat constraint.sdc
current_design led

set clk_period 7.0
set clk_io_pct 0.2

create_clock -name clk0 -period $clk_period [get_ports {clk_in}]

set non_clock_inputs [all_inputs -no_clocks]
set_input_delay [expr $clk_period * $clk_io_pct] -clock clk0 $non_clock_inputs
set_output_delay [expr $clk_period * $clk_io_pct] -clock clk0 [all_outputs]
==> results_slide.txt <==
Run Summary

Status
  – Outcome: completed

STA
  – Final Slew Violations: 0
  – Number of setup violations in the final report: 0
  – Unrepaired setup endpoints after global routing: false
  – Aggregate negative setup slack: 0 ns
  – Tmin final: 3.12 ns
  – Final hold viol count: 0
  – Clock skew after layout: 0.00425 ns
  – Worst Max-Slew Pin Slew: 0.665 ns
  – Number of unconstrained endpoints: 40
  – Relative slew margins: 0.557
  – Count of unclocked register or latch pins: 37
  – FMAX: 0.321 GHz
  – Final critical-path share of the clock period: 0.445

CTS
  – Num CTS Buffers: 17
  – H-tree depth reported by CTS: 4
  – Post-CTS setup buffers: 0
  – Number of gates given a new drive strength after cts: 0
  – TritonCTS clock tree: yes
  – Register clock-pin slew on the reported worst setup and hold paths: 0.06 ns
  – Hold buffer count at CTS: 0
  – Maximum clock insertion buffer count: 2
  – Clock latency on the worst-skew pair: 0.42 ns
  – Root cell of the clock tree: sky130_fd_sc_hd__clkbuf_16

Detailed routing
  – Number of design rule violations left after detail routing: 0
  – Vias per Instance: 5.20
  – DR WL met3: 476 microns
  – Initial DRT Pass Iterations: 5
  – Uppermost metal layer occupied by signal nets: met4
  – Total wirelength of the detailed-routed design: 12100 microns
  – Total met2 wirelength after detailed routing: 5420 microns
  – Total via count after detailed routing: 4887
  – Routed length per placed instance: 12.9 microns
  – Total antenna diodes in the routed design: 0
  – Post-detailed-route count of antenna-violating nets: 0
  – First DRT Iteration DRCs: 225
  – Met1 WL: 5970 microns

Synth
  – Fraction of the mapped netlist area in simple logic gates: 0.157
  – Number of enable-type register cells in the synthesized netlist: 42
  – Synth logic family: simple AND/OR/NAND/NOR gates
  – Number of distinct library cells after synthesis: 56
  – # Cells Yosys: 693
  – Sequential-to-total area share from yosys stat: 0.562
  – Warning count from the yosys run: 9
  – Xor and xnor fraction of the mapped netlist area: 0.0546
  – Ao+oa area frac: 0.115
  – Ys async rst share: 0.0489
  – Gate count after technology mapping: 693
  – Library cell with the largest summed area after synthesis: sky130_fd_sc_hd__dfxtp_1
  – Post-synth top flop: sky130_fd_sc_hd__dfxtp_1
  – Syn Area/Cell: 10.7 sq um
  – Cell area after technology mapping: 0.00738 sq mm
  – Area share of the largest cell type after synthesis: 0.361
  – Fa+ha+maj area frac: 0.0271
  – Number of synthesized register bits: 184
  – Largest cells by area after synthesis: sky130_fd_sc_hd__dfxtp_1, sky130_fd_sc_hd__edfxtp_1, sky130_fd_sc_hd__mux2i_1
  – Multiplexer share: 0.0587
  – Chip area estimate from yosys synthesis: 0.00738 sq mm

Power and ir drop
  – PD cells: 295 mW/mm^2
  – IR drop worst, VDD: 221 uV
  – Switch share: 0.273
  – Fraction of power consumed by the clock network: 0.387
  – Switching power of the nets: 0.000672 W
  – Leak Pwr: 3.36 nW
  – Sequential fraction of design power: 0.454
  – Cell-internal power: 0.00179 W
  – Share of power burned in combinational logic: 0.159

Setup path
  – Data arrival time at the worst-slack endpoint: 3.42 ns
  – Setup CP Type: primary input to flop
  – Beginning of the critical path: SPI_MOSI
  – Logic depth of the worst register-to-register path: 7
  – Max stage delay cell, worst path: sky130_fd_sc_hd__clkdlybuf4s50_1
  – Largest fanout on the critical path: 4
  – Capture point of the critical path: u_SPI_16bit.rx_buf[14]
  – Critical Path Start Type: primary input
  – Reg-to-reg critical path endpoint: u_SPI_16bit.rx_buf[1]
  – Worst reg2reg path startpoint: u_SPI_16bit.SPI_cs_neg
  – CP most frequent cell: sky130_fd_sc_hd__ha_1
  – Critical path required time: 7.30 ns
  – Chain of cells forming the critical path: clkdlybuf4s50_1 > ha_1 > ha_1 > nand3_1 > nor4_1 > xor2_1 > a22oi_1 > nor3_1 > a221o_1
  – Delay of the slowest cell on the worst path: 0.48 ns
  – Kind of end point of the critical path: flop
  – FF-to-FF setup slack: 4.19 ns

Floorplanning
  – Initial standard-cell utilization of the core: 0.409
  – Chip area: 0.0190 sq mm
  – Cell row count: 49
  – Std-Cell Core Area: 0.0180 sq mm
  – Overall die width: 138 microns
  – Number of primary I/O pins: 8
  – Die boundary height: 138 microns

Worst hold path
  – Type of the tightest min-delay check: flop to flop

Job
  – Number of max-capacitance violations reported: 0
  – Log Warnings: 32

GRT
  – Initial antenna violation count: 0
  – Total routing resource utilization after global routing: 0.140
  – Via count of the first global-routing pass: 4629
  – Wire length of the first global-routing pass: 21000 microns
  – Aggregate global routing overflow: 0
  – Pin count of the biggest net entering global routing: 38

Finish
  – Layout overhead on the synthesized area: 13.0%
  – Share of final-layout standard cells stronger than drive strength 1: 0.0746
  – Cell area after layout: 0.00834 sq mm
  – Number of fill cells: 1594

Place
  – Detail Placement HPWL: 7770 microns
  – Placement Cell Area: 0.00771 sq mm
  – Final weighted congestion of routability-driven global placement: 0.827
  – Port bufs: 7
==> cell usage after synthesis (3+ instances only) <==
| master | instances |
|---|---|
| sky130_fd_sc_hd__and3_1 | 11 |
| sky130_fd_sc_hd__o21ai_0 | 35 |
| sky130_fd_sc_hd__xnor2_1 | 28 |
| sky130_fd_sc_hd__a221o_1 | 4 |
| sky130_fd_sc_hd__nor3_1 | 10 |
| sky130_fd_sc_hd__nand4_1 | 10 |
| sky130_fd_sc_hd__nor2_1 | 55 |
| sky130_fd_sc_hd__clkbuf_1 | 24 |
| sky130_fd_sc_hd__a22oi_1 | 3 |
| sky130_fd_sc_hd__a21oi_1 | 18 |
| sky130_fd_sc_hd__nor4_1 | 3 |
| sky130_fd_sc_hd__ha_1 | 16 |
| sky130_fd_sc_hd__dfxtp_1 | 133 |
| sky130_fd_sc_hd__a211oi_1 | 13 |
| sky130_fd_sc_hd__xor2_1 | 18 |
| sky130_fd_sc_hd__a221oi_1 | 3 |
| sky130_fd_sc_hd__nor2b_1 | 13 |
| sky130_fd_sc_hd__o31ai_1 | 4 |
| sky130_fd_sc_hd__a21o_1 | 3 |
| sky130_fd_sc_hd__and2_1 | 18 |
| sky130_fd_sc_hd__or3_1 | 4 |
| sky130_fd_sc_hd__a21boi_0 | 15 |
| sky130_fd_sc_hd__buf_2 | 8 |
| sky130_fd_sc_hd__inv_1 | 14 |
| sky130_fd_sc_hd__edfxtp_1 | 42 |
| sky130_fd_sc_hd__mux2i_1 | 41 |
| sky130_fd_sc_hd__a31oi_1 | 5 |
| sky130_fd_sc_hd__nand3_1 | 35 |
| sky130_fd_sc_hd__nand4b_1 | 3 |
| sky130_fd_sc_hd__nand2_1 | 52 |
| sky130_fd_sc_hd__nor3b_1 | 4 |
| sky130_fd_sc_hd__dfrtp_1 | 9 |
| sky130_fd_sc_hd__o211ai_1 | 9 |
==> how the worst min path moves through the flow <==
stage,startpoint,end,depth (start not counted)
4_1_cts,u_SPI_16bit.SPI_SCLK_r[0],u_SPI_16bit.SPI_SCLK_r[1],0
5_1_grt,u_man_decoding.manchester_r[0],u_man_decoding.manchester_r[1],0
6_report,u_SPI_16bit.SPI_SCLK_r[0],u_SPI_16bit.SPI_SCLK_r[1],0
==> stage by stage <==
stage | std cells | util | total power, W | worst slack (ns) | hold WS [ns]
6_report | 939 | 0.463 | 0.00246 | 3.88 | 0.326
5_1_grt | 939 | 0.463 | 0.00259 | 3.74 | 0.340
4_1_cts | 939 | 0.463 | 0.00249 | 3.91 | 0.328
3_5_place_dp | 907 | 0.428 | 0.00152 | 3.49 | 0.314
3_3_place_gp | 907 | 0.428 | 0.00150 | 3.47 | 0.311
2_1_floorplan | 693 | - | 0.00142 | 4.12 | 0.310
==> cell families after synthesis <==
family | after synthesis
AND-OR/OR-AND | 127
multiplexers | 43
flip-flops | 184
adder cells (fa/ha/maj) | 16
buffers and inverters | 48
AND/OR/NAND/NOR | 229
XOR/XNOR | 46
==> cells in the final DEF, fill, tap and decap left out, types with 17 or more instances in the layout <==
cell type                   instances
sky130_fd_sc_hd__nand3_1           35
sky130_fd_sc_hd__xnor2_1           28
sky130_fd_sc_hd__dfxtp_1          133
sky130_fd_sc_hd__o21ai_0           35
sky130_fd_sc_hd__nand2_1           52
sky130_fd_sc_hd__clkbuf_16         18
sky130_fd_sc_hd__nor2_1            55
sky130_fd_sc_hd__mux2i_1           41
sky130_fd_sc_hd__and2_1            18
sky130_fd_sc_hd__edfxtp_1          42
sky130_fd_sc_hd__a21oi_1           18
sky130_fd_sc_hd__xor2_1            17
==> area by class of cell <==
class | instances | area, sq um | area share
flip-flops and latches | 184 | 4150 | 0.497
repair buffers | 18 | 153 | 0.0183
clock buffers | 19 | 454 | 0.0544
clock inverters | 13 | 180 | 0.0216
multi-input cells | 461 | 3060 | 0.367
inverters | 15 | 56.3 | 0.00675
well taps | 229 | 287 | 0.0343
==> power by group through the flow <==
stage	logic, W	clock network [W]	registers, W
after CTS	0.000392	0.000974	0.00112
after global routing	0.000442	0.00101	0.00114
final	0.000392	0.000953	0.00112
==> per-layer routing <==
metal | global-route usage | vias to the layer above
met2 | 0.214 | 81
met1 | 0.214 | 2309
met4 | 0.0229 | 0
met5 | 0 | -
met3 | 0.0312 | 20
li1 | - | 2477
==> worst max-delay path, delay by kind of cell <==
family          cells  cell delay, ns
buf+inv             1            0.48
compound gates      2            0.43
xor+xnor            1            0.11
fa+ha+maj           2            0.44
simple gates        3            0.55
==> flip-flops by register name, summed over array words and instances, names as in the netlist, 2 cells and up <==
register	cells
u_SPI_16bit.SPI_SCLK_r	3
u_SPI_16bit.SPI_cs_r	3
u_SPI_16bit.cnt_neg	5
u_SPI_16bit.rx_buf	16
u_SPI_16bit.rx_data	12
u_SPI_16bit.state	3
u_SPI_16bit.tx_buf	16
u_clk_div_3us.cnt	8
u_man_coding_master.cnt	6
u_man_coding_master.data_buf	28
u_man_coding_master.tx_buf	13
u_man_decoding.cnt	13
u_man_decoding.cnt_bit	9
u_man_decoding.code	12
u_man_decoding.manchester_r	3
u_man_decoding.num	5
u_man_decoding.rx_buf	14
u_man_decoding.state	2
Power and IR drop assume default switching activity.
