[config.mk]
export PLATFORM = sky130hd
export DESIGN_NAME = man_coding
export DESIGN_NICKNAME = man_coding
export VERILOG_FILES = /design/flow/design.v
export SDC_FILE = /design/flow/constraint.sdc
export NUM_CORES = 4
export LEC_CHECK = 1
export CORE_AREA = 10 10 76 76
export DIE_AREA = 0 0 86 86
[constraint.sdc]
current_design man_coding

set clk_period 2.3
set clk_io_pct 0.2

create_clock -name clk0 -period $clk_period [get_ports {clk_3us}]
create_clock -name clk1 -period $clk_period [get_ports {rx_flag}]

set non_clock_inputs [all_inputs -no_clocks]
set_input_delay [expr $clk_period * $clk_io_pct] -clock clk0 $non_clock_inputs
set_output_delay [expr $clk_period * $clk_io_pct] -clock clk0 [all_outputs]
[design.v]
module man_coding(
           input wire	clk_in,
           input wire	rst,
           input wire	rx_flag,
           input wire [7: 0] rx_data,
           input wire clk_3us,
           output reg code
       );
wire [15: 0]data;
reg [15: 0]data_buf;
assign data[1: 0] = (rx_data[0]) ? 2'b01 : 2'b10;
assign data[3: 2] = (rx_data[1]) ? 2'b01 : 2'b10;
assign data[5: 4] = (rx_data[2]) ? 2'b01 : 2'b10;
assign data[7: 6] = (rx_data[3]) ? 2'b01 : 2'b10;
assign data[9: 8] = (rx_data[4]) ? 2'b01 : 2'b10;
assign data[11: 10] = (rx_data[5]) ? 2'b01 : 2'b10;
assign data[13: 12] = (rx_data[6]) ? 2'b01 : 2'b10;
assign data[15: 14] = (rx_data[7]) ? 2'b01 : 2'b10;
reg [3: 0] state = 0;
always@(posedge rx_flag)
begin
    state = ~state;
end
reg [1: 0]state_tmp = 0;
always@(posedge clk_3us)
begin
    state_tmp[1] = state_tmp[0];
    state_tmp[0] = state;
    if (state_tmp[0] ^ state_tmp[1])		 
    begin
        data_buf = data;
    end
    code = data_buf[15];
    data_buf = data_buf << 1;
end
endmodule
[run.sh]
#!/bin/bash
# OpenROAD 26Q1-2900-gdf79404cd8, Yosys 0.63+post, stock flow scripts
make -C /OpenROAD-flow-scripts/flow DESIGN_CONFIG=/design/flow/config.mk WORK_HOME=/design/flow/orfs finish
==> reports/results.tsv <==
stage	metric	value	unit
routing	Vias/cell	2.93	
global_route	gr ovfl total	0	
place	dpl hpwl	694	um
timing	# setup viols final	0	
global_route	first-pass GRT wire length	1470	um
global_route	vias in the first global route	330	
routing	DRC errors left	0	
worst_hold_path	HP Start	state[0]$_DFF_P_	
worst_hold_path	hold crit path type	register to register	
timing	slew of the pin with the lowest slew margin	0.235	ns
logic_synthesis	Yosys Chip Area	591	um2
timing	Slew Viols, Final	0	
global_route	initial antenna violation count	0	
routing	antenna fix cells	0	
clock_tree	CTS Root Cell	clkbuf_8	
flow_run	Max Cap Viol	0	
routing	Vias	316	
finish	area added between synthesis and finish	32.8	%
power_and_ir_drop	Leak	0.302	nW
clock_tree	htree depth	1	
die	die height	86	um
power_and_ir_drop	worst vdd ir	169	uV
clock_tree	CTS buffer count	3	
timing	final setup TNS	0	ns
global_route	largest net degree at the start of global routing	17	
logic_synthesis	register share after synthesis	61.0	%
clock_tree	Clock transition at path regs	0.06	ns
power_and_ir_drop	Pwr per Cell Area	732	mW/mm2
die	Die Area	0.00740	mm2
die	core footprint	0.00412	mm2
logic_synthesis	Syn Std Cell Area	591	um2
logic_synthesis	Yosys top cell by area	dfxtp_1	
logic_synthesis	Post-synth regs	18	
routing	Routed WL per cell	8.42	um
logic_synthesis	biggest area cells	dfxtp_1 (61%), mux2i_1 (14%), mux2_2 (11%), inv_1 (5.7%), xnor2_2 (2.8%)	
finish	non-filler cells, final	108	
worst_setup_path	Critical Path AT	1.00	ns
place	placed inst area	739	um2
finish	layout cells sized above 1	20.7	%
die	fp_density	14.4	%
worst_setup_path	slowest CP cell	clkdlybuf4s50_1	
logic_synthesis	Syn Area/Cell	13.1	um2
place	placed cell count	104	
die	Die Wd	86	um
clock_tree	Max Buffers Root-to-Sink	2	
worst_setup_path	Crit Path Max Fanout	1	
logic_synthesis	synth unique cells	8	
worst_setup_path	buffers plus inverters on the worst setup path	1	
logic_synthesis	yosys warns	1	
clock_tree	post_cts resized	0	
worst_setup_path	worst reg-to-reg setup slack	1.11	ns
clock_tree	Post-CTS Setup Repair Bufs	0	
worst_setup_path	crit path kind	register to output pin	
clock_tree	Hold Buf Count CTS	0	
routing	Final ANT Viol Nets	0	
timing	RSZ-0062 raised after global routing	no	
worst_setup_path	Worst Setup End Kind	output pin	
routing	WL final	909	um
flow_run	Tool Warnings	29	
die	Site Rows	23	
logic_synthesis	Yosys Instances	45	
finish	cell area after layout	785	um2
worst_setup_path	CP required	1.84	ns
global_route	Tot GR Track Use	2.50	%
worst_setup_path	Top Family by Delay on Critical Path	buffers and inverters	
worst_setup_path	worst reg2reg path depth	3	
status	outcome	complete, no violations	
worst_setup_path	critical-path cell list	clkdlybuf4s50_1	
clock_tree	CTS tree	done	
place	RePlAce Congestion	0.661	
logic_synthesis	Top-area cell share	61.0	%
timing	clock skew	0.000273	ns
worst_setup_path	r2r endpoint	data_buf[7]$_DFF_P_	
worst_setup_path	max incr delay on CP	0.45	ns
die	io pins	13	
routing	1st-iter DRT viols	7	
power_and_ir_drop	Pwr Total	575	uW
place	PortBufs	9	
worst_hold_path	Hold Path Cell Cnt	0	
timing	Slew HR	84.3	%
finish	post-layout util	19.1	%
timing	Final Hold Viols	0	
worst_setup_path	startpoint class of the critical path	register	
worst_hold_path	WHS Endpoint	state_tmp[0]$_DFF_P_	
logic_synthesis	Synth Instances	45	
routing	drt pass-1 iters	3	
worst_setup_path	R2R Path Start	state_tmp[0]$_DFF_P_	
## area by class of cell
cell class | instances | area [um2]
sequential | 18 | 360
fill | 445 | 3330
clock buffer | 4 | 45.0
multi-input combinational | 17 | 185
inverter | 9 | 33.8
tap | 50 | 62.6
timing repair buffer | 10 | 97.6
## cells by family (layout without fill, tap and decap cells)
kind of cell | Yosys count | in the layout | share of synthesized area (%)
mux | 15 | 15 | 27.5
flops | 18 | 18 | 61.0
xor+xnor | 1 | 1 | 2.75
buf+inv | 10 | 23 | 7.63
simple gates | 1 | 1 | 1.06
## how the worst max path moves through the flow
| stage | from | to | slack [ns] | cells after the start |
|---|---|---|---|---|
| 4_1_cts | code$_DFF_P_ | code | 0.82 | 1 |
| 5_1_grt | code$_DFF_P_ | code | 0.80 | 1 |
| 6_report | code$_DFF_P_ | code | 0.84 | 1 |
## where the power goes
part	switching, mW	internal, mW
logic	0.00797	0.0221
clock network	0.0913	0.123
registers	0.00342	0.327
## layer usage
metal  routed length [um]  vias up  global-route usage (%)  part of all wire [%]
met5                    0        -                       0                     0
met4                   25        0                   0.749                   2.8
met2                  430        7                    4.19                    47
met3                   79        4                    1.81                   8.7
met1                  373      137                    2.36                    41
li1                     -      168                       -                     -
## sequential cells by signal (all words and copies together) (netlist names)
| name | flops |
|---|---|
| code | 1 |
| data_buf | 15 |
| state | 1 |
| state_tmp | 1 |
## layout by cell type (no fill, tap or decap), drive strengths merged
| cell type | count |
|---|---|
| dfxtp | 18 |
| inv | 9 |
| clkdlybuf4s50 | 9 |
| mux2i | 8 |
| mux2 | 7 |
| clkbuf | 4 |
| xnor2 | 1 |
| nor2b | 1 |
| buf | 1 |
## cells in the mapped netlist (all sizes together)
| cell | count |
|---|---|
| inv | 9 |
| mux2i | 8 |
| dfxtp | 18 |
| buf | 1 |
| mux2 | 7 |
| nor2b | 1 |
| xnor2 | 1 |
## stage by stage
step / setup WS [ns] / hold WS [ns]
6_report: 0.842 / 0.137
5_1_grt: 0.797 / 0.142
4_1_cts: 0.823 / 0.136
3_5_place_dp: 1.03 / 0.399
3_3_place_gp: 1.04 / 0.392
2_1_floorplan: 1.03 / 0.384
Power and IR drop assume default switching activity.
